$ cat config.mk
export PLATFORM = sky130hd
export DESIGN_NAME = divider
export DESIGN_NICKNAME = divider
export VERILOG_FILES = /design/flow/design.v
export SDC_FILE = /design/flow/constraint.sdc
export NUM_CORES = 4
export LEC_CHECK = 1
export CORE_UTILIZATION = 40
$ cat design.v
`timescale 10ns / 100ps
module divider #
(
    parameter   DIVIDEND_BITDEPTH   = (8'd16                                      )  ,        
    parameter   DIVISOR_BITDEPTH    = (8'd16                                      )   ,
    parameter   DIVIDER_DIV         = (8'd2)        ,        
    parameter   DIVIDER_COUNT       = ((8'd16                                      ) / (8'd2)  )      ,        
    parameter   DIVIDER_REMAIN      = ((8'd16                                      ) % (8'd2)  )              
)(
    input                           i_rstn          ,
    input                           i_sclk          ,
    input                           i_input_valid   ,
    input   [DIVIDEND_BITDEPTH-1:0] i_dividend      ,
    input   [ DIVISOR_BITDEPTH-1:0] i_divisor       ,
    output                          o_output_valid  ,
    output  [DIVIDEND_BITDEPTH-1:0] o_quotient      ,
    output  [DIVIDEND_BITDEPTH-1:0] o_remainder     
);
    reg     [DIVIDER_COUNT-1:0]     r_input_valid_d;
    wire    w_vld_upd   =   i_input_valid || (|r_input_valid_d);
    always @(posedge i_sclk or negedge i_rstn) 
         if (!i_rstn)   r_input_valid_d <= {DIVIDER_COUNT{1'd0}};
    else if (w_vld_upd) r_input_valid_d <= #1 {r_input_valid_d[DIVIDER_COUNT-2:0], i_input_valid};
    wire    [DIVIDEND_BITDEPTH:0]       w_dividend[0:DIVIDEND_BITDEPTH-1]   ;    
    wire    [DIVISOR_BITDEPTH-1:0]      w_divisor[0:DIVIDEND_BITDEPTH-1]    ;    
    wire    [DIVIDEND_BITDEPTH-1:0]     w_quotient                          ;
    wire    [DIVIDEND_BITDEPTH:0]       w_remainder[0:DIVIDEND_BITDEPTH-1]  ;    
    reg     [DIVIDEND_BITDEPTH:0]       r_dividend[0:DIVIDER_COUNT-1]       ;
    reg     [DIVISOR_BITDEPTH-1:0]      r_divisor[0:DIVIDER_COUNT-1]        ;
    reg     [DIVIDEND_BITDEPTH-1:0]     r_quotient[0:DIVIDER_COUNT-1]       ;
    reg     [DIVIDEND_BITDEPTH:0]       r_remainder[0:DIVIDER_COUNT-1]      ;
    wire    [DIVIDER_COUNT-1:0]         w_div_upd   ;
        assign w_dividend[0]  =   {{(DIVIDEND_BITDEPTH){1'd0}} , i_dividend[DIVIDEND_BITDEPTH-1]}               ; 
        assign w_divisor[0]   =   {{(DIVIDEND_BITDEPTH-DIVISOR_BITDEPTH){1'd0}}, i_divisor}                     ;
        assign w_quotient[1]  =   w_dividend[0] < w_divisor[0] ? 1'd0 : 1'd1                                    ;
        assign w_remainder[0] =   w_quotient[1] ? w_dividend[0] - w_divisor[0] : w_dividend[0]                  ;
        assign w_dividend[1]  =  {w_remainder[0], i_dividend[DIVIDEND_BITDEPTH-2]}                              ;    
        assign w_divisor[1]   =   {{(DIVIDEND_BITDEPTH-DIVISOR_BITDEPTH){1'd0}}, i_divisor}                     ;
        assign w_quotient[0]  =   w_dividend[1] < w_divisor[1] ? 1'd0 : 1'd1                                    ;
        assign w_remainder[1] =   w_quotient[0] ? w_dividend[1] - w_divisor[1] : w_dividend[1]                  ;
    always  @(posedge i_sclk or negedge i_rstn)
        if (!i_rstn) begin
            r_dividend[0]   <=  {(DIVIDEND_BITDEPTH+1){1'd0}}     ;
            r_divisor[0]    <=  {(DIVISOR_BITDEPTH){1'd0}}      ;
            r_quotient[0]   <=  {(DIVIDEND_BITDEPTH){1'd0}}     ;
            r_remainder[0]  <=  {(DIVIDEND_BITDEPTH+1){1'd0}}     ;
        end
    else if(i_input_valid)   begin
            r_dividend[0]   <=  #1 {1'd0, i_dividend[DIVIDEND_BITDEPTH-1-DIVIDER_DIV:0] , {DIVIDER_DIV{1'd0}}}  ;
            r_divisor[0]    <=  #1 w_divisor[0]                                                                 ;
            r_quotient[0]   <=  #1 {{(DIVIDEND_BITDEPTH-DIVIDER_DIV){1'd0}}, w_quotient[DIVIDER_DIV-1:0]}       ;
            r_remainder[0]  <=  #1 w_remainder[DIVIDER_DIV-1]                                                   ;
        end
    genvar i;
    generate for ( i = 0 ; i < DIVIDER_COUNT - 1 ; i=i+1) begin : loop_for_divider
        assign  w_div_upd[i] = r_input_valid_d[i]      ;
        assign w_dividend[(i+1)*DIVIDER_DIV]    = {r_remainder[i], r_dividend[i][DIVIDEND_BITDEPTH-1]}                                                          ;    
        assign w_divisor[(i+1)*DIVIDER_DIV]     = {{(DIVIDEND_BITDEPTH-DIVISOR_BITDEPTH){1'd0}}, r_divisor[i]}                                                  ;
        assign w_quotient[(i+1)*DIVIDER_DIV+1]  = w_dividend[(i+1)*DIVIDER_DIV] < w_divisor[(i+1)*DIVIDER_DIV] ? 1'd0 : 1'd1                                    ;
        assign w_remainder[(i+1)*DIVIDER_DIV]   = w_quotient[(i+1)*DIVIDER_DIV+1] ? w_dividend[(i+1)*DIVIDER_DIV] - w_divisor[(i+1)*DIVIDER_DIV]: 
                                                                                    w_dividend[(i+1)*DIVIDER_DIV]                                               ;
        assign w_dividend[(i+1)*DIVIDER_DIV+1]  = {w_remainder[(i+1)*DIVIDER_DIV], r_dividend[i][DIVIDEND_BITDEPTH-2]}                   ;    
        assign w_divisor[(i+1)*DIVIDER_DIV+1]   = {{(DIVIDEND_BITDEPTH-DIVISOR_BITDEPTH){1'd0}}, r_divisor[i]}                                                  ;
        assign w_quotient[(i+1)*DIVIDER_DIV]    = w_dividend[(i+1)*DIVIDER_DIV+1] < w_divisor[(i+1)*DIVIDER_DIV+1] ? 1'd0 : 1'd1                                ;
        assign w_remainder[(i+1)*DIVIDER_DIV+1] = w_quotient[(i+1)*DIVIDER_DIV] ? w_dividend[(i+1)*DIVIDER_DIV+1] - w_divisor[(i+1)*DIVIDER_DIV+1]: 
                                                                                  w_dividend[(i+1)*DIVIDER_DIV+1]                                               ;
        always  @(posedge i_sclk or negedge i_rstn)
        if (!i_rstn) begin
            r_dividend[i+1]   <=  {(DIVIDEND_BITDEPTH){1'd0}}       ;
            r_divisor[i+1]    <=  {(DIVIDEND_BITDEPTH){1'd0}}       ;
            r_quotient[i+1]   <=  {(DIVIDEND_BITDEPTH){1'd0}}       ;
            r_remainder[i+1]  <=  {(DIVIDEND_BITDEPTH){1'd0}}       ;
        end
        else if(w_div_upd[i])   begin
            r_dividend[i+1]   <=  #1 {r_dividend[i][DIVIDEND_BITDEPTH:0] , {DIVIDER_DIV{1'd0}} }                                                                                          ; 
            r_divisor[i+1]    <=  #1 r_divisor[i]                                                                                                                                           ;
            r_quotient[i+1]   <=  #1 {{(DIVIDEND_BITDEPTH-(i+2)*DIVIDER_DIV){1'd0}}, r_quotient[i][(i+1)*DIVIDER_DIV-1:0], w_quotient[(i+1)*DIVIDER_DIV+DIVIDER_DIV-1:(i+1)*DIVIDER_DIV]}   ;
            r_remainder[i+1]  <=  #1 w_remainder[(i+1)*DIVIDER_DIV+(DIVIDER_DIV-1)]                                                                                                         ;
        end
    end
    endgenerate
    assign          o_output_valid  =   r_input_valid_d[DIVIDER_COUNT-1] ;
    assign          o_quotient      =   r_quotient[DIVIDER_COUNT-1]      ;
    assign          o_remainder     =   r_remainder[DIVIDER_COUNT-1]     ;
endmodule
$ cat run.sh
#!/bin/bash
# OpenROAD 26Q1-2900-gdf79404cd8, Yosys 0.63+post, stock flow scripts
make -C /OpenROAD-flow-scripts/flow DESIGN_CONFIG=/design/flow/config.mk WORK_HOME=/design/flow/orfs finish
$ cat constraint.sdc
current_design divider

set clk_period 17.7
set clk_io_pct 0.2

create_clock -name clk0 -period $clk_period [get_ports {i_sclk}]

set non_clock_inputs [all_inputs -no_clocks]
set_input_delay [expr $clk_period * $clk_io_pct] -clock clk0 $non_clock_inputs
set_output_delay [expr $clk_period * $clk_io_pct] -clock clk0 [all_outputs]
==> flow_summary_export.csv <==
group,metric,value,unit
timing,worstMarginPinSlew,847,ps
clock_network,root_buffer,"clkbuf_16",
logic_synthesis,synth_cell_types,86,
timing,finalSetupTns,0,ps
logic_synthesis,ys.flops,376,
clock_network,tritoncts,"built",
finish,drive_above_1_share,10.3,%
timing,final_hold_viol_count,0,
detailed_routing,drcViolationCount,0,
logic_synthesis,synthFlopType,"dfrtp_1",
clock_network,cts_buffers,43,
timing,rsz0062_at_grt,"no",
logic_synthesis,ys_area,26800,um2
clock_network,post_cts_resized,0,
worst_setup_path,cp.arrival,8520,ps
floorplan,initial_core_util,40.6,%
floorplan,die.size.y,261,um
timing,finalSetupViolations,0,
worst_setup_path,path_cells,"clkdlybuf4s50_1 -> inv_1 -> ha_1 -> inv_1 -> ha_1 -> nor4b_1 -> nand4_1 -> o21ai_0 -> ha_1 -> nor2b_1 -> o21a_1 -> o21ai_0 -> a21oi_1 -> o21ai_0 -> a211oi_1 -> o21ai_0 -> a21oi_1 -> a22o_1",
detailed_routing,vias_per_cell,5.46,
clock_network,postCtsHoldBufs,0,
floorplan,design.core.area,66000,um2
detailed_routing,totalWireLength,64000,um
worst_setup_path,worst-path-max-fanout,10,
detailed_routing,vias,21200,
clock_network,htreeDepth,2,
finish,postLayoutCoreUtil,45.1,%
logic_synthesis,top_area_cell,"dfrtp_1",
logic_synthesis,area_leaders,"dfrtp_1, ha_1, mux2_2",
logic_synthesis,edf_count,0,
grt,globalRouteOverflowTotal,0,
logic_synthesis,most_common_cell,"dfrtp_1",
grt,grt_max_degree,78,
worst_setup_path,cp_slowest_cell,"o21ai_0",
logic_synthesis,synthesis.area,26800,um2
worst_setup_path,worst_setup_path_start_kind,"primary input",
detailed_routing,num_antenna_cells,0,
logic_synthesis,avgSynthCellArea,9.06,um2
floorplan,ios,68,
clock_network,cts_sinks,376,
timing,fin_crit_sh,45.5,%
logic_synthesis,ys_cells,2954,
worst_setup_path,crit_top_cell,"o21ai_0",
grt,antenna_found_initial,1,
worst_hold_path,hp-class,"reg2reg",
detailed_routing,wl_per_cell,16.5,um
timing,fin_worst_skew,19.1,ps
logic_synthesis,common_cells,"dfrtp_1, nand2_1, o21ai_0, ha_1, nor2_1",
grt,grt_pass1_vias,20600,
placement,globalplace.congestion,0.905,
run_status,status,"complete, no violations",
finish,areaGrowthSynthToFinish,11.0,%
logic_synthesis,syn_inst,2954,
logic_synthesis,top_area_share,35.1,%
logic_synthesis,yosys_warnings,5,
finish,comb_area,16200,um2
floorplan,row_count,94,
placement,dp_hpwl,48400,um
worst_setup_path,worstPathRequired,18170,ps
grt,grt_pass1_wl,106000,um
timing,setup_slack,9640,ps
logic_synthesis,yosys.stat.seqShare,35.1,%
worst_setup_path,crit_type,"in2reg",
detailed_routing,drtPass1Iterations,5,
grt,grt_usage,19.8,%
run,warning_count,25,
timing,fmax,124,MHz
timing,whs,475,ps
placement,port_buffers,67,
logic_synthesis,async_flop_share,100,%
clock_network,clk_latency,570,ps
detailed_routing,drtIter0Drc,1256,
run,max_cap_viol_count,0,
timing,drv_slew,0,
clock_network,clkSlewWorstSetupHoldPaths,70,ps
finish,num-fill-cells,6102,
finish,seq_area,9420,um2
clock_network,cts_buffer_depth,3,
worst_setup_path,slowest_delay,590,ps
worst_setup_path,critical_path.top_delay_family,"AND-OR/OR-AND gates",
timing,period_needed,8060,ps
floorplan,chipArea,68000,um2
worst_setup_path,crit_path_end_kind,"flip-flop",
placement,place_ws,9120,ps
timing,slew_headroom,43.5,%
clock_network,postCtsSetupBuffers,0,
detailed_routing,ant_nets,0,
worst_setup_path,cp_num_buf_inv,3,
floorplan,dieWidth,261,um
[metal layers]
metal  up-vias  wire, um  GRT usage (%)  share of wire, %
met5         -         0              0                 0
met4         0      1450           3.78               2.3
met3        72      2750           3.19               4.3
met2       291     29500           31.5                46
met1     10200     30300           29.2                47
li1      10600         -              -                 -
[logic make-up (layout without fill, tap and decap cells)]
kind of cell | after synthesis | in the layout | share of synthesized area, %
AOI/OAI and AO/OA | 830 | 830 | 19.6
and+or+nand+nor | 786 | 786 | 13.5
DFF | 376 | 376 | 35.1
buffers and inverters | 314 | 375 | 4.60
adders and majority gates | 257 | 257 | 12.4
muxes | 233 | 233 | 9.58
xor gates and xnor gates | 157 | 157 | 5.14
other | 1 | 7 | 0.0140
[cells in the final DEF, fill, tap and decap left out, types with 9 or more instances in the layout]
| master | n |
|---|---|
| o21ai_0 | 257 |
| o31a_1 | 11 |
| and2_1 | 10 |
| nor2b_1 | 51 |
| o21a_1 | 55 |
| dfrtp_1 | 369 |
| nor2_1 | 221 |
| o21bai_1 | 12 |
| clkdlybuf4s50_1 | 65 |
| o211ai_1 | 23 |
| nand2b_1 | 33 |
| nand2_1 | 269 |
| ha_1 | 242 |
| xor2_1 | 56 |
| or2_2 | 12 |
| a21boi_0 | 15 |
| nand4_1 | 14 |
| a21oi_1 | 203 |
| buf_4 | 26 |
| a22o_1 | 9 |
| a21o_1 | 53 |
| o31ai_1 | 18 |
| a31oi_1 | 55 |
| xnor2_1 | 101 |
| nand3_1 | 53 |
| and3_1 | 19 |
| nor4_1 | 11 |
| or3_1 | 21 |
| clkbuf_16 | 43 |
| a211o_1 | 10 |
| fa_1 | 15 |
| inv_1 | 202 |
| clkinv_2 | 11 |
| mux2i_1 | 56 |
| mux2_2 | 169 |
| nor3_1 | 46 |
| a211oi_1 | 17 |
[cell type report]
type	instances	area share, %
clock buffers	55	3.94
clock inverters	23	0.879
inverters	204	2.58
well taps	864	3.64
multi-input cells	2270	54.4
flip-flops and latches	376	31.7
repair buffers	93	2.91
[state kept, by name, summed over array words and instances, names as in the netlist]
| name | count |
|---|---|
| r_quotient | 72 |
| r_divisor | 112 |
| r_dividend | 56 |
| r_input_valid_d | 8 |
| r_remainder | 128 |
[path summary, 6_finish.rpt]
path	endpoint	slack, ps	depth (start not counted)	start
worst min-delay path	r_dividend[6][15]	480	2	r_dividend[5][13]
min in group asynchronous	r_divisor[4][14]	2960	1	i_rstn
worst min register to register	r_dividend[6][15]	480	2	r_dividend[5][13]
worst max register to register	r_remainder[1][3]	11590	20	r_divisor[0][1]
max in group asynchronous	r_input_valid_d[6]	12900	3	i_rstn
worst max-delay path	r_remainder[0][11]	9640	18	i_dividend[15]
[metrics by stage]
| stage | instances | cell area [um2] |
|---|---|---|
| final | 3885 | 29700 |
| after global routing | 3885 | 29700 |
| after CTS | 3885 | 29700 |
| after detailed placement | 3807 | 28300 |
| after global placement | 3807 | 28300 |
| after floorplan | 2960 | 26800 |
[worst register-to-register path, delay by kind of cell, from the launching register on]
kind	cells	cell delay (ps)
compound gates	11	2750
fa+ha+maj	2	550
buf+inv	3	750
flops	1	410
mux	1	390
simple gates	3	1160
